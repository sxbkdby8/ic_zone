<file path="/design/flow/design.v">
`timescale 1ns / 1ns
module gnrl_dfflrs # (
  parameter DW = 32
) (
  input               lden, 
  input      [DW-1:0] dnxt,
  output     [DW-1:0] qout,
  input               clk,
  input               rst_n
);
reg [DW-1:0] qout_r;
always @(posedge clk or negedge rst_n)
begin : DFFLRS_PROC
  if (rst_n == 1'b0)
    qout_r <= {DW{1'b1}};
  else if (lden == 1'b1)
    qout_r <=  dnxt;
end
assign qout = qout_r;
//synopsys translate_off
gnrl_xchecker # (
  .DW(1)
) gnrl_xchecker(
  .i_dat(lden),
  .clk  (clk)
);
//synopsys translate_on
endmodule
module gnrl_dfflr # (
  parameter DW = 32
) (
  input               lden, 
  input      [DW-1:0] dnxt,
  output     [DW-1:0] qout,
  input               clk,
  input               rst_n
);
reg [DW-1:0] qout_r;   
always @(posedge clk or negedge rst_n)
begin : DFFLR_PROC
  if (rst_n == 1'b0)
    qout_r <= {DW{1'b0}};
  else if (lden == 1'b1)
    qout_r <=  dnxt;
end
assign qout = qout_r;
endmodule
module gnrl_dffl # (
  parameter DW = 32
) (
  input               lden, 
  input      [DW-1:0] dnxt,
  output     [DW-1:0] qout,
  input               clk 
);
reg [DW-1:0] qout_r;
always @(posedge clk)
begin : DFFL_PROC
  if (lden == 1'b1)
    qout_r <=  dnxt;
end
assign qout = qout_r;
//synopsys translate_off
gnrl_xchecker # (
  .DW(1)
) gnrl_xchecker(
  .i_dat(lden),
  .clk  (clk)
);
//synopsys translate_on
endmodule
module gnrl_dffrs # (
  parameter DW = 32
) (
  input      [DW-1:0] dnxt,
  output     [DW-1:0] qout,
  input               clk,
  input               rst_n
);
reg [DW-1:0] qout_r;
always @(posedge clk or negedge rst_n)
begin : DFFRS_PROC   
  if (rst_n == 1'b0)
    qout_r <= {DW{1'b1}};
  else                  
    qout_r <=  dnxt;
end
assign qout = qout_r;
endmodule
module gnrl_dffr # (
  parameter DW = 32
) (
  input      [DW-1:0] dnxt,
  output     [DW-1:0] qout,
  input               clk,
  input               rst_n
);
reg [DW-1:0] qout_r;
always @(posedge clk or negedge rst_n)
begin : DFFR_PROC
  if (rst_n == 1'b0)
    qout_r <= {DW{1'b0}};
  else                  
    qout_r <=  dnxt;
end
assign qout = qout_r;
endmodule
module gnrl_latch # (
  parameter DW = 32
) (
  input               lden, 
  input      [DW-1:0] dnxt,
  output     [DW-1:0] qout
);
reg [DW-1:0] qout_r;
always @ * 
begin : LTCH_PROC
  if (lden == 1'b1)
    qout_r <= dnxt;
end
assign qout = qout_r;
endmodule
`timescale 1ns / 1ps
module sync_spram#(
    parameter depth = 512,
    parameter width = 8,
    localparam addr_w = $clog2(depth)
    )(
    input clk,
    input ram_en,
    input wr_en,
    input [addr_w-1:0] addr,
    input [width-1:0] data_in,
    output reg [width-1:0] data_out
    );
    (*RAM_STYLE = "distributed"*) reg [width-1:0] ram [depth-1:0];
    integer i; initial for (i=0; i<depth; i=i+1) ram[i] = 0; 
    always @(posedge clk) begin
        if (ram_en) begin
            if (wr_en) begin
                ram[addr] <= data_in;
                data_out <= data_in;
            end else 
                data_out <= ram[addr];
        end
    end
endmodule
module sync_tpram#(
    parameter depth = 512,
    parameter width = 8,
    localparam addr_w = $clog2(depth)
    )(
    input clk,
    input wr_ena,
    input rd_enb,
    input [addr_w-1:0] addra,
    input [addr_w-1:0] addrb,
    input [width-1:0] data_in_a,
    output [width-1:0] data_out_b
    );
    (* RAM_STYLE="distributed" *) reg [width-1:0] ram [depth-1:0];
    integer i; initial for (i=0; i<depth; i=i+1) ram[i] = 0; 
    always @(posedge clk) begin
        if (wr_ena) begin
            ram[addra] <= data_in_a;
        end
    end
    assign data_out_b = ram[addrb];
endmodule
module sync_dpram#(
    parameter depth = 512,
    parameter width = 8,
    localparam addr_w = $clog2(depth)
    )(
    input clk,
    input ena,
    input enb,
    input wr_ena,
    input wr_enb,
    input [addr_w-1:0] addra,
    input [addr_w-1:0] addrb,
    input [width-1:0] data_in_a,
    input [width-1:0] data_in_b,
    output reg [width-1:0] data_out_a,
    output reg [width-1:0] data_out_b
    );
    (*RAM_STYLE = "distributed"*) reg [width-1:0] ram [depth-1:0];
    integer i; initial for (i=0; i<depth; i=i+1) ram[i] = 0; 
    always @(posedge clk) begin
        if (ena) begin
            if (wr_ena) begin
                ram[addra] <= data_in_a;
                data_out_a <= data_in_a;
            end else data_out_a <= ram[addra];
        end           
        if (enb) begin
            if (wr_enb) begin
                ram[addrb] <= data_in_b;
                data_out_b <= data_in_b;
            end else data_out_b <= ram[addrb];
        end
    end
endmodule
module async_tpram#(
    parameter depth = 512,
    parameter width = 8,
    localparam addr_w = $clog2(depth)
    )(
    input                          wr_clk,     
    input                          rd_clk,     
    input                          wr_ena,     
    input                          rd_enb,     
    input [addr_w-1:0]             addra,      
    input [addr_w-1:0]             addrb,      
    input [width-1:0]              data_in_a,  
    output reg [width-1:0]         data_out_b  
    );
     reg [width-1:0] ram [depth-1:0];  
    integer i;
    initial begin
        for (i = 0; i < depth; i = i + 1) begin
            ram[i] = 0;
        end
    end
    always @(posedge wr_clk) begin
        if (wr_ena) begin
            ram[addra] <= data_in_a;
        end
    end
    always @(posedge rd_clk) begin
        if (rd_enb) begin
            data_out_b <= ram[addrb];
        end
    end
endmodule
module two_cycle_delay (   
    input clk_src,
    input clk_dst, 
    input rst_n_src,
    input rst_n_dst,
    input din,
    output dout
);
    wire data_sync1, data_sync2;
    gnrl_dffr #(1) src_sync_dffr1(din, data_sync1, clk_src, rst_n_src);
    gnrl_dffr #(1) dsr_sync_dffr1(data_sync1, data_sync2, clk_dst, rst_n_dst);
    gnrl_dffr #(1) dsr_sync_dffr2(data_sync2, dout, clk_dst, rst_n_dst);
endmodule 
module SyncPulse(  
    input clk_src,   
    input clk_dst,   
    input rst_n,
    input din,
    output dout_signal, 
    output dout_pulse
);
    reg signal_src, signal_dst;
    reg dst_sync1, dst_sync2;
    reg dst2src_fb_dly1, dst2src_fb_dly2;
    always @(posedge clk_src or negedge rst_n) begin
        if(!rst_n) begin
            signal_src <= 1'b0;
        end else if (din) begin
            signal_src <= 1'b1;
        end else if (dst2src_fb_dly2) begin
            signal_src <= 1'b0;
        end
    end
    always@(posedge clk_dst or negedge rst_n) begin
        if(!rst_n) begin
            signal_dst <= 1'b0;
            dst_sync1 <= 1'b0;
        end else begin
            signal_dst <= signal_src;
            dst_sync1 <= signal_dst;
        end
    end
    always @(posedge clk_src or negedge rst_n) begin   
        if (!rst_n) begin
            {dst2src_fb_dly2, dst2src_fb_dly1} <= 2'b00;
        end else begin
           {dst2src_fb_dly2, dst2src_fb_dly1} <= {dst2src_fb_dly1, dst_sync1};
        end
    end
    assign dout_signal = dst_sync1;
    assign dout_pulse = !dst_sync1 & signal_dst;
endmodule
</file>
<file path="/design/flow/run.sh">
#!/bin/bash
# OpenROAD 26Q1-2900-gdf79404cd8, Yosys 0.63+post, stock flow scripts
make -C /OpenROAD-flow-scripts/flow DESIGN_CONFIG=/design/flow/config.mk WORK_HOME=/design/flow/orfs finish
</file>
<file path="/design/flow/config.mk">
export PLATFORM = sky130hd
export DESIGN_NAME = sync_spram
export DESIGN_NICKNAME = sync_spram
export VERILOG_FILES = /design/flow/design.v
export SDC_FILE = /design/flow/constraint.sdc
export NUM_CORES = 4
export LEC_CHECK = 1
export CORE_UTILIZATION = 30
</file>
<file path="/design/flow/constraint.sdc">
current_design sync_spram

set clk_period 30.8
set clk_io_pct 0.2

create_clock -name clk0 -period $clk_period [get_ports {clk}]

set non_clock_inputs [all_inputs -no_clocks]
set_input_delay [expr $clk_period * $clk_io_pct] -clock clk0 $non_clock_inputs
set_output_delay [expr $clk_period * $clk_io_pct] -clock clk0 [all_outputs]
</file>
==> impl_metrics.toml <==
# synthesis and place-and-route metrics
[power]
p_per_area_nw_per_um2 = 63.3
pwr-share-seq_pct = 53.2
swShare_pct = 21.6
vdd_ir_drop_max_v = 0.0000509
totalPowerFinal_mw = 11.6
pwr-share-clk_pct = 41.8
p_comb_share_pct = 5.0
p_sw_mw = 2.50
p_leak_nw = 56.1
p_int_mw = 9.06

[timing]
finClkSkew_ns = 0.0581
fin_crit_sh_pct = 38.2
rsz0062_at_grt = "no"
period_needed_ns = 11.78
fin_setup_tns_ns = 0
finalSetupViolCount = 0
slew_headroom_pct = 5.15
holdWs_ns = 1.14
max_freq_mhz = 84.9
report.final.slew_viol_count = 0
tightest_slew_ns = 1.41
hold_viol = 0

[grt]
grt_pass1_wl_mm = 683
grt_pass1_vias = 88800
grt_overflow_total = 0
track_usage_pct = 19.8
grt_antenna_before_repair = 46
grt_max_degree = 137

[cts]
cts_tree = "done"
clock_latency_ns = 1.00
hold_buffers = 0
cts_resized = 0
cts-root-buf = "clkbuf_16"
postCtsSetupRepairBufs = 0
cts_buffers = 408
cts.clk_slew.worst_paths_ns = 0.06
h-tree-depth = 5
clock_sinks = 4104
clock_tree.buffer_depth = 4

[critical_path]
cp_slowest_cell = "buf_4"
cpMostUsedCell = "buf_4"
worstPathRequired_ns = 31.55
cp_cell_sequence = "buf_16 -> buf_4 -> buf_4 -> buf_4 -> buf_4 -> buf_4 -> mux4_2 -> mux2i_1 -> o21ai_0 -> or4_1 -> or4_1 -> o32a_1"
cp-startpoint = "addr[1]"
critPathCaptureType = "flop"
rr_startpoint = "ram[352][3]"
crit_arrival_ns = 12.53
worstPathMaxFanout = 77
critical_path.max_stage_delay_ns = 0.69
cp-start-kind = "primary input"
crit_type = "in -> reg"

[synthesis]
ys_cells = 7568
synth.distinct_cells = 84
synth_seq_share_pct = 77.2
syn_area_um2 = 160000
synth_cells = 7568
avgSynthCellArea_um2 = 21.1
ys_seq_elements = 4104
ys.flop_type = "edfxtp_1"
async_reset_ff_share_pct = 0
edf_count = 4104
synth_warnings = 2
ys_chip_area_um2 = 160000

[floorplan]
core_region_area_um2 = 529000
chipHeight_um = 731
floorplan.core_util_pct = 30.2
num_rows = 267
num_io_pins = 28
chipArea_um2 = 535000
die_x_um = 731

[cells_and_area]
register_area_um2 = 123000
layoutNonFillerInstCount = 15400
fillCellCount = 48200
area_growth_pct = 14.5
final_cell_mix = "4104 x edfxtp_1, 897 x mux4_2, 579 x nor2_1"
drive_gt1_share_pct = 24.6
logic_area_um2 = 33900
final_util_pct = 34.5
lay_top_count = "edfxtp_1"

[detailed_routing]
wl_per_cell_um = 32.1
dr.pass1.iters = 5
num_vias = 81000
drt_iter0_drc = 5650
routed_via_density = 5.27
ant_nets = 0
wirelength_mm = 494
drcViolationCount = 0

[placement]
place_congestion = 1.02
detailed_place_hpwl_mm = 322
port_buffers = 27
placed_cells = 14600

[run]
maxCapViolations = 0
tool_warnings = 31

[hold_path]
worstHoldStart = "ram[438][1]"
hp-class = "reg -> reg"

[status]
outcome = "completed"
stage by stage:
| stage | worst slack, ns | area (um2) |
|---|---|---|
| floorplan | 21.89 | 160000 |
| global placement | 18.14 | 170000 |
| detailed placement | 18.12 | 170000 |
| CTS | 19.17 | 183000 |
| global route | 18.71 | 183000 |
| finish | 19.02 | 183000 |
registers in the layout, indices dropped and copies added (netlist names):
name,count
data_out,8
ram,4096
synth_stat cells, drive strengths merged, types with 6 or more instances:
| cell type | n | area share, % |
|---|---|---|
| and3 | 19 | 0.074 |
| a31oi | 30 | 0.12 |
| and2 | 16 | 0.063 |
| buf | 307 | 1.3 |
| nor3b | 6 | 0.028 |
| a32oi | 19 | 0.10 |
| nor2 | 584 | 1.4 |
| nand4 | 34 | 0.13 |
| nor4 | 17 | 0.067 |
| a2111oi | 26 | 0.14 |
| or4 | 13 | 0.061 |
| nor2b | 26 | 0.10 |
| o2111ai | 8 | 0.044 |
| a211o | 6 | 0.033 |
| o22ai | 124 | 0.49 |
| nor3 | 32 | 0.10 |
| a211oi | 28 | 0.13 |
| a22o | 20 | 0.11 |
| a22oi | 129 | 0.61 |
| mux2i | 378 | 2.4 |
| a21oi | 94 | 0.29 |
| mux4 | 902 | 13 |
| o21ai | 68 | 0.21 |
| o32ai | 7 | 0.038 |
| a221oi | 17 | 0.093 |
| nand3 | 73 | 0.23 |
| nand2 | 143 | 0.34 |
| edfxtp | 4104 | 77 |
| mux2 | 69 | 0.49 |
| clkbuf | 172 | 0.41 |
layer usage:
metal,vias up,share of wire [%],global-route usage (%),wire length [um]
met2,6655,43,27.3,213000
li1,32600,-,-,-
met4,75,5.6,8.47,27500
met3,1111,22,20.2,110000
met1,40600,28,18.5,140000
met5,-,0.69,5.22,3390
worst max-delay path, delay by kind of cell:
family / cells / cell delay (ns)
buffers and inverters: 6 / 3.59
AOI/OAI and AO/OA: 2 / 0.47
and+or+nand+nor: 2 / 1.13
muxes: 2 / 0.93
cell families after synthesis:
family	synth area share [%]
multiplexers	15.6
AND/OR/NAND/NOR	2.81
buffers and inverters	1.68
AND-OR/OR-AND	2.69
flip-flops	77.2
worst paths after layout:
path / to / slack [ns] / cells after the start
max reg2reg: data_out[3] / 26.70 / 8
min: data_out[1] / 1.14 / 5
max: data_out[7] / 19.02 / 12
min reg2reg: data_out[1] / 1.14 / 5
cell type report:
class	instances	area share, %
diodes	64	0.0876
clock buffers	485	5.83
clock inverters	250	1.24
inverters	4	0.0171
multi-input cells	2981	18.5
flip-flops and latches	4104	67.4
well taps	6994	4.79
repair buffers	475	2.07
power groups by stage:
| stage | combinational, mW | clock, mW | sequential, mW |
|---|---|---|---|
| after CTS | 0.571 | 4.89 | 6.15 |
| after global routing | 0.605 | 5.10 | 6.15 |
| final | 0.579 | 4.83 | 6.16 |
No activity file was given, so power comes from the tool's default toggle rates.
