==> flow/config.mk <==
export PLATFORM = sky130hd
export DESIGN_NAME = async_fifo
export DESIGN_NICKNAME = async_fifo
export VERILOG_FILES = /design/flow/design.v
export SDC_FILE = /design/flow/constraint.sdc
export NUM_CORES = 4
export LEC_CHECK = 1
export CORE_UTILIZATION = 50
==> flow/design.v <==
`timescale 1ns / 1ns
module gnrl_dfflrs # (
  parameter DW = 32
) (
  input               lden, 
  input      [DW-1:0] dnxt,
  output     [DW-1:0] qout,
  input               clk,
  input               rst_n
);
reg [DW-1:0] qout_r;
always @(posedge clk or negedge rst_n)
begin : DFFLRS_PROC
  if (rst_n == 1'b0)
    qout_r <= {DW{1'b1}};
  else if (lden == 1'b1)
    qout_r <=  dnxt;
end
assign qout = qout_r;
//synopsys translate_off
gnrl_xchecker # (
  .DW(1)
) gnrl_xchecker(
  .i_dat(lden),
  .clk  (clk)
);
//synopsys translate_on
endmodule
module gnrl_dfflr # (
  parameter DW = 32
) (
  input               lden, 
  input      [DW-1:0] dnxt,
  output     [DW-1:0] qout,
  input               clk,
  input               rst_n
);
reg [DW-1:0] qout_r;   
always @(posedge clk or negedge rst_n)
begin : DFFLR_PROC
  if (rst_n == 1'b0)
    qout_r <= {DW{1'b0}};
  else if (lden == 1'b1)
    qout_r <=  dnxt;
end
assign qout = qout_r;
endmodule
module gnrl_dffl # (
  parameter DW = 32
) (
  input               lden, 
  input      [DW-1:0] dnxt,
  output     [DW-1:0] qout,
  input               clk 
);
reg [DW-1:0] qout_r;
always @(posedge clk)
begin : DFFL_PROC
  if (lden == 1'b1)
    qout_r <=  dnxt;
end
assign qout = qout_r;
//synopsys translate_off
gnrl_xchecker # (
  .DW(1)
) gnrl_xchecker(
  .i_dat(lden),
  .clk  (clk)
);
//synopsys translate_on
endmodule
module gnrl_dffrs # (
  parameter DW = 32
) (
  input      [DW-1:0] dnxt,
  output     [DW-1:0] qout,
  input               clk,
  input               rst_n
);
reg [DW-1:0] qout_r;
always @(posedge clk or negedge rst_n)
begin : DFFRS_PROC   
  if (rst_n == 1'b0)
    qout_r <= {DW{1'b1}};
  else                  
    qout_r <=  dnxt;
end
assign qout = qout_r;
endmodule
module gnrl_dffr # (
  parameter DW = 32
) (
  input      [DW-1:0] dnxt,
  output     [DW-1:0] qout,
  input               clk,
  input               rst_n
);
reg [DW-1:0] qout_r;
always @(posedge clk or negedge rst_n)
begin : DFFR_PROC
  if (rst_n == 1'b0)
    qout_r <= {DW{1'b0}};
  else                  
    qout_r <=  dnxt;
end
assign qout = qout_r;
endmodule
module gnrl_latch # (
  parameter DW = 32
) (
  input               lden, 
  input      [DW-1:0] dnxt,
  output     [DW-1:0] qout
);
reg [DW-1:0] qout_r;
always @ * 
begin : LTCH_PROC
  if (lden == 1'b1)
    qout_r <= dnxt;
end
assign qout = qout_r;
endmodule
`timescale 1ns / 1ps
module sync_spram#(
    parameter depth = 512,
    parameter width = 8,
    localparam addr_w = $clog2(depth)
    )(
    input clk,
    input ram_en,
    input wr_en,
    input [addr_w-1:0] addr,
    input [width-1:0] data_in,
    output reg [width-1:0] data_out
    );
    (*RAM_STYLE = "distributed"*) reg [width-1:0] ram [depth-1:0];
    integer i; initial for (i=0; i<depth; i=i+1) ram[i] = 0; 
    always @(posedge clk) begin
        if (ram_en) begin
            if (wr_en) begin
                ram[addr] <= data_in;
                data_out <= data_in;
            end else 
                data_out <= ram[addr];
        end
    end
endmodule
module sync_tpram#(
    parameter depth = 512,
    parameter width = 8,
    localparam addr_w = $clog2(depth)
    )(
    input clk,
    input wr_ena,
    input rd_enb,
    input [addr_w-1:0] addra,
    input [addr_w-1:0] addrb,
    input [width-1:0] data_in_a,
    output [width-1:0] data_out_b
    );
    (* RAM_STYLE="distributed" *) reg [width-1:0] ram [depth-1:0];
    integer i; initial for (i=0; i<depth; i=i+1) ram[i] = 0; 
    always @(posedge clk) begin
        if (wr_ena) begin
            ram[addra] <= data_in_a;
        end
    end
    assign data_out_b = ram[addrb];
endmodule
module sync_dpram#(
    parameter depth = 512,
    parameter width = 8,
    localparam addr_w = $clog2(depth)
    )(
    input clk,
    input ena,
    input enb,
    input wr_ena,
    input wr_enb,
    input [addr_w-1:0] addra,
    input [addr_w-1:0] addrb,
    input [width-1:0] data_in_a,
    input [width-1:0] data_in_b,
    output reg [width-1:0] data_out_a,
    output reg [width-1:0] data_out_b
    );
    (*RAM_STYLE = "distributed"*) reg [width-1:0] ram [depth-1:0];
    integer i; initial for (i=0; i<depth; i=i+1) ram[i] = 0; 
    always @(posedge clk) begin
        if (ena) begin
            if (wr_ena) begin
                ram[addra] <= data_in_a;
                data_out_a <= data_in_a;
            end else data_out_a <= ram[addra];
        end           
        if (enb) begin
            if (wr_enb) begin
                ram[addrb] <= data_in_b;
                data_out_b <= data_in_b;
            end else data_out_b <= ram[addrb];
        end
    end
endmodule
module async_tpram#(
    parameter depth = 512,
    parameter width = 8,
    localparam addr_w = $clog2(depth)
    )(
    input                          wr_clk,     
    input                          rd_clk,     
    input                          wr_ena,     
    input                          rd_enb,     
    input [addr_w-1:0]             addra,      
    input [addr_w-1:0]             addrb,      
    input [width-1:0]              data_in_a,  
    output reg [width-1:0]         data_out_b  
    );
     reg [width-1:0] ram [depth-1:0];  
    integer i;
    initial begin
        for (i = 0; i < depth; i = i + 1) begin
            ram[i] = 0;
        end
    end
    always @(posedge wr_clk) begin
        if (wr_ena) begin
            ram[addra] <= data_in_a;
        end
    end
    always @(posedge rd_clk) begin
        if (rd_enb) begin
            data_out_b <= ram[addrb];
        end
    end
endmodule
module two_cycle_delay (   
    input clk_src,
    input clk_dst, 
    input rst_n_src,
    input rst_n_dst,
    input din,
    output dout
);
    wire data_sync1, data_sync2;
    gnrl_dffr #(1) src_sync_dffr1(din, data_sync1, clk_src, rst_n_src);
    gnrl_dffr #(1) dsr_sync_dffr1(data_sync1, data_sync2, clk_dst, rst_n_dst);
    gnrl_dffr #(1) dsr_sync_dffr2(data_sync2, dout, clk_dst, rst_n_dst);
endmodule 
module SyncPulse(  
    input clk_src,   
    input clk_dst,   
    input rst_n,
    input din,
    output dout_signal, 
    output dout_pulse
);
    reg signal_src, signal_dst;
    reg dst_sync1, dst_sync2;
    reg dst2src_fb_dly1, dst2src_fb_dly2;
    always @(posedge clk_src or negedge rst_n) begin
        if(!rst_n) begin
            signal_src <= 1'b0;
        end else if (din) begin
            signal_src <= 1'b1;
        end else if (dst2src_fb_dly2) begin
            signal_src <= 1'b0;
        end
    end
    always@(posedge clk_dst or negedge rst_n) begin
        if(!rst_n) begin
            signal_dst <= 1'b0;
            dst_sync1 <= 1'b0;
        end else begin
            signal_dst <= signal_src;
            dst_sync1 <= signal_dst;
        end
    end
    always @(posedge clk_src or negedge rst_n) begin   
        if (!rst_n) begin
            {dst2src_fb_dly2, dst2src_fb_dly1} <= 2'b00;
        end else begin
           {dst2src_fb_dly2, dst2src_fb_dly1} <= {dst2src_fb_dly1, dst_sync1};
        end
    end
    assign dout_signal = dst_sync1;
    assign dout_pulse = !dst_sync1 & signal_dst;
endmodule
`timescale 1ns/1ps
module async_fifo #(
    parameter DATA_WIDTH = 8,
    parameter DEPTH = 16,
    parameter ADDR_WIDTH = $clog2(DEPTH),
    parameter InitFile = ""
) (
    input clk_wr,
    input rst_n_wr,
    input wr_en,
    input [DATA_WIDTH-1:0] wr_din,
    output fifo_full, 
    input clk_rd,
    input rst_n_rd,
    input rd_en,
    output [DATA_WIDTH-1:0] rd_dout,
    output fifo_empty
);
    function [ADDR_WIDTH:0] bin2gray;
        input [ADDR_WIDTH:0] bin;
        bin2gray = {bin[ADDR_WIDTH], bin[ADDR_WIDTH:1] ^ bin[ADDR_WIDTH-1:0]};
    endfunction
    reg [ADDR_WIDTH:0] wr_addr, wr_addr_dly1;
    reg [ADDR_WIDTH:0] wr_addr_gray, wr_addr_gray_dly1;
    wire [ADDR_WIDTH:0] wr_addr_gray_sync;
    reg fifo_full_d;
    wire wr_en_not_full = (wr_en == 1'b1) & (fifo_full == 1'b0);
    reg [ADDR_WIDTH:0] rd_addr, rd_addr_dly1;
    reg [ADDR_WIDTH:0] rd_addr_gray, rd_addr_gray_dly1;
    wire [ADDR_WIDTH:0] rd_addr_gray_sync;
    reg fifo_empty_d;
    wire rd_en_not_empty = (rd_en == 1'b1) & (fifo_empty == 1'b0);
    async_tpram #(
        .depth(DEPTH),
        .width(DATA_WIDTH)
    ) mem (
        .wr_clk(clk_wr),
        .wr_ena(wr_en_not_full),
        .addra(wr_addr[ADDR_WIDTH-1:0]),
        .data_in_a(wr_din),
        .rd_clk(clk_rd),
        .rd_enb(rd_en_not_empty),
        .addrb(rd_addr[ADDR_WIDTH-1:0]),
        .data_out_b(rd_dout)
    );
    gnrl_dffr #(ADDR_WIDTH) rd_addr_gray_cdc_dffr_inst1(rd_addr_gray, rd_addr_gray_dly1, clk_wr, rst_n_wr);   
    gnrl_dffr #(ADDR_WIDTH) rd_addr_gray_cdc_dffr_inst2(rd_addr_gray_dly1, rd_addr_gray_sync, clk_wr, rst_n_wr);   
    gnrl_dffr #(ADDR_WIDTH) wr_addr_gray_cdc_dffr_inst1(wr_addr_gray, wr_addr_gray_dly1, clk_rd, rst_n_rd);
    gnrl_dffr #(ADDR_WIDTH) wr_addr_gray_cdc_dffr_inst2(wr_addr_gray_dly1, wr_addr_gray_sync, clk_rd, rst_n_rd);
    always @(posedge clk_wr or negedge rst_n_wr) begin
        if (!rst_n_wr) 
            wr_addr <= 0;
        else if (wr_en_not_full) 
            wr_addr <= wr_addr + 1;
    end
    always @(posedge clk_rd or negedge rst_n_rd) begin
        if (!rst_n_rd) 
            rd_addr <= 0;
        else if (rd_en_not_empty) 
            rd_addr <= rd_addr + 1;
    end
    always@(*) begin
        rd_addr_gray = bin2gray(rd_addr);
        wr_addr_gray = bin2gray(wr_addr);
        fifo_full_d = (wr_addr_gray == {~rd_addr_gray_sync[ADDR_WIDTH],
            rd_addr_gray_sync[ADDR_WIDTH-1:0]});
        fifo_empty_d = (rd_addr_gray == wr_addr_gray_sync);   
    end
    gnrl_dffr #(1) fifo_full_dffr_inst(fifo_full_d, fifo_full, clk_wr, rst_n_wr);
    gnrl_dffr #(1) fifo_empty_dffr_inst(fifo_empty_d, fifo_empty, clk_rd, rst_n_rd);
endmodule
==> flow/run.sh <==
#!/bin/bash
# OpenROAD 26Q1-2900-gdf79404cd8, Yosys 0.63+post, stock flow scripts
make -C /OpenROAD-flow-scripts/flow DESIGN_CONFIG=/design/flow/config.mk WORK_HOME=/design/flow/orfs finish
==> flow/constraint.sdc <==
current_design async_fifo

set clk_period 4.0
set clk_io_pct 0.2

create_clock -name clk0 -period $clk_period [get_ports {clk_rd}]
create_clock -name clk1 -period $clk_period [get_ports {clk_wr}]

set non_clock_inputs [all_inputs -no_clocks]
set_input_delay [expr $clk_period * $clk_io_pct] -clock clk0 $non_clock_inputs
set_output_delay [expr $clk_period * $clk_io_pct] -clock clk0 [all_outputs]
==> Table 3: Implementation characteristics <==
Physical design parameters

Parameter                              Value

Logic synthesis
  Post-synthesis cell count    303
  Post-synthesis sequential area ratio    0.756
  Synth async-reset ratio    0.171
  Most frequent cell after synthesis    edfxtp_1
  Synth Register Bits    164
  Number of cells in the yosys synthesis report    303
  Post-synthesis chip area from yosys    0.00633 sq mm
  Most area-hungry cell type in the Yosys netlist    edfxtp_1
  Post-Synthesis Mean Instance Area    20.9 sq um
  Dominant flop cell    edfxtp_1
  Cell Type Count    26
  Number of flops mapped to enable cells by yosys    136
  Top cells by count    edfxtp_1, dfrtp_1, mux4_2, a22oi_1, and3_1
  Leading post-synthesis cells by cell area    edfxtp_1, dfrtp_1, mux4_2
  Share of Yosys cell area claimed by the top area cell type    0.645
  Netlist area before placement    0.00633 sq mm
  Number of synthesis warnings    13

STA
  Setup clock skew after layout    5.51 ps
  Minimum hold slack    346 ps
  Final Max Tran Viols    0
  Final number of setup-violating endpoints    0
  RSZ-0062 raised after global routing    no
  Worst-margin pin slew    821 ps
  Headroom to the max-slew limit    0.453
  Number of hold-slack violations in the final timing report    0
  Post-route setup TNS    0 ps

Job
  Log Warnings    32
  Number of max-cap violations    0

Placement
  Input/output buffers    22
  GP Congestion    0.844
  Detailed-placement wirelength estimate    7.63 mm
  Placed cells    482

Critical path
  Worst Setup SP    rd_addr[0]
  Reg2reg end    mem.data_out_b[4]
  Endpoint required time on the critical path    4000 ps
  Type of element launching the critical path    flop
  Setup CP Type    reg2reg
  Flop2flop setup slack    1620 ps
  Number of cells on the worst reg-to-reg path    4
  Worst EP arrival    2380 ps
  Highest net fanout along the worst path    24
  Beginning of the worst register-to-register path    rd_addr[0]
  Element type at the critical path end    flop
  Capture point of the worst path    mem.data_out_b[4]

Routing
  Remaining DRCs    0
  Avg WL per Cell    23.4 um
  Final antenna diode count    0
  Iteration-0 DRC count of the detailed router    256
  Count of nets left with antenna violations after detail routing    0
  Via count normalized by instance count    5.60
  Count of vias placed by the detailed router    2893
  First-pass iteration count of the detailed router    4
  Total length of routed wires    12.1 mm

Final layout
  Ratio of cells with drive above 1 in the final layout    0.172
  Logic area    0.00142 sq mm
  Final core utilization    0.605
  Register area    0.00479 sq mm
  P&R area growth vs syn    16.2%
  Final standard cell count with taps included and fillers excluded    517
  Layout fillers    851

Global route
  Wire length of the first global-routing pass    18.3 mm
  Antenna violations before repair    1
  Remaining global-route overflow    0
  Pin count of the biggest net entering global routing    36
  Global-route total usage across every layer    0.222
  Via count of the first global-routing pass    3038

Die
  Die y size    115 um
  Starting Density    0.520
  Standard cell core area    0.0122 sq mm
  Number of I/O pins    24
  Row Count    40
  Die boundary width    115 um
  Die area    0.0131 sq mm

Clocking
  Register clock-pin slew on the reported worst setup and hold paths    60 ps
  Setup bufs post-CTS    0
  PostCTS Resize Cnt    0
  Total of hold buffers inserted after clock tree synthesis    0
  Clock tree from TritonCTS    built
  Sink Count    164

Pwr
  Int Power    3.98 mW
  Post-layout power    5.56 mW
  Power density of the placed cells    756 mW/mm^2
  Worst vdd rail ir drop    0.000281 V
  LEAKAGE    2.60 nW
  Relative contribution of combinational cells to total power    0.249
  Sequential Power Share    0.436
  Sw Pwr    1.58 mW
  Switch share    0.284
  Share of power burned in the clock network    0.315

Run status
  Status    complete, no violations

Worst hold path
  Path type of the worst min-delay path    reg2reg
## cells by family after synthesis
logic type	share of synthesized area
buffers and inverters	0.0194
flip-flops	0.756
AND/OR/NAND/NOR	0.0334
XOR/XNOR	0.0249
multiplexers	0.123
AND-OR/OR-AND	0.0198
adder cells (fa/ha/maj)	0.0237
## sequential cells by signal (all words and copies together), names as in the netlist
signal	cells
wr_addr_gray_cdc_dffr_inst2.qout_r	4
mem.data_out_b	8
rd_addr	5
fifo_empty_dffr_inst.qout_r	1
rd_addr_gray_cdc_dffr_inst2.qout_r	4
rd_addr_gray_cdc_dffr_inst1.qout_r	4
wr_addr_gray_cdc_dffr_inst1.qout_r	4
fifo_full_dffr_inst.qout_r	1
mem.ram	128
wr_addr	5
## cell usage in the layout (no fill, tap or decap), types with 2 or more instances in the layout
cell	netlist	layout
and3_1	16	16
nor2b_1	4	4
ha_1	12	12
clkdlybuf4s50_1	0	22
xnor2_1	11	11
inv_6	0	2
mux4_2	20	20
clkinv_2	0	2
inv_1	4	4
nand2_1	12	12
xor2_1	7	7
mux4_1	12	12
nand3_1	4	4
buf_4	3	4
clkinv_4	0	2
dfrtp_1	28	27
clkbuf_16	0	21
edfxtp_1	136	136
clkinvlp_4	0	5
a22oi_1	16	16
bufinv_16	0	2
## how the worst min path moves through the flow
| stage | start | end | cells after the start |
|---|---|---|---|
| after CTS | wr_addr_gray_cdc_dffr_inst1.qout_r[3] | wr_addr_gray_cdc_dffr_inst2.qout_r[3] | 0 |
| final | wr_addr_gray_cdc_dffr_inst1.qout_r[3] | wr_addr_gray_cdc_dffr_inst2.qout_r[3] | 0 |
| after global routing | rd_addr_gray_cdc_dffr_inst1.qout_r[2] | rd_addr_gray_cdc_dffr_inst2.qout_r[2] | 0 |
## critical path: stages (launching register included)
cell	delay [ps]
dfrtp_2	900
buf_4	380
mux4_1	580
a22oi_1	210
nand2_1	70
## power by group through the flow
| stage | combinational, mW | sequential [mW] | clock [mW] |
|---|---|---|---|
| CTS | 1.39 | 2.43 | 1.78 |
| global route | 1.51 | 2.47 | 1.86 |
| finish | 1.39 | 2.42 | 1.75 |
## per-layer routing
metal / share of wire / vias to the layer above / GRT usage
met5: 0 / - / 0
met4: 0.0094 / 0 / 0.0286
met3: 0.13 / 8 / 0.131
met2: 0.46 / 146 / 0.301
met1: 0.41 / 1450 / 0.370
li1: - / 1289 / -
## final cells by class
| cell class | instances | share of cell area |
|---|---|---|
| flip-flops and latches | 164 | 0.651 |
| multi-input cells | 120 | 0.193 |
| clock buffers | 22 | 0.0720 |
| repair buffers | 26 | 0.0340 |
| well taps | 168 | 0.0286 |
| clock inverters | 13 | 0.0194 |
| inverters | 4 | 0.00204 |
## through the flow
stage	cell area [sq um]	setup WS, ps
6_report	7350	1620
3_3_place_gp	6680	1560
4_1_cts	7350	1580
5_1_grt	7350	1450
3_5_place_dp	6680	1540
2_1_floorplan	6330	2120
Power and IR drop assume default switching activity.
